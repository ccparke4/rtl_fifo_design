**/design/flow/config.mk**
```make
export PLATFORM = sky130hd
export DESIGN_NAME = fifo_sync_top
export DESIGN_NICKNAME = fifo_sync_top
export VERILOG_FILES = /design/flow/design.v
export SDC_FILE = /design/flow/constraint.sdc
export NUM_CORES = 4
export LEC_CHECK = 1
export CORE_UTILIZATION = 40
```
**/design/flow/constraint.sdc**
```tcl
current_design fifo_sync_top

set clk_period 3.9
set clk_io_pct 0.2

create_clock -name clk0 -period $clk_period [get_ports {clk}]

set non_clock_inputs [all_inputs -no_clocks]
set_input_delay [expr $clk_period * $clk_io_pct] -clock clk0 $non_clock_inputs
set_output_delay [expr $clk_period * $clk_io_pct] -clock clk0 [all_outputs]
```
**/design/flow/design.v**
```verilog
`timescale 1ns / 1ps
module fifo_sync_top #(
    parameter int DATA_WIDTH = 8,
    parameter int ADDR_WIDTH = 5
)(
    input  logic clk,
    input  logic rst_n,
    input  logic wr_en,
    input  logic rd_en,
    input  logic [DATA_WIDTH-1:0] data_in,
    output logic [DATA_WIDTH-1:0] data_out,
    output logic full,
    output logic empty
);
    localparam int DEPTH = 1 << ADDR_WIDTH;
    logic [DATA_WIDTH-1:0] mem [DEPTH];
    logic [ADDR_WIDTH-1:0] wr_ptr, rd_ptr;
    logic [ADDR_WIDTH:0]   count;            
    assign empty = (count == 0);
    assign full  = (count == DEPTH);
    assign data_out = mem[rd_ptr];
    always_ff @(posedge clk or negedge rst_n) begin
        if (!rst_n) begin
            wr_ptr    <= '0;
            rd_ptr    <= '0;
            count     <= 1'b0;
        end else begin
            if (wr_en && !full) begin
                mem[wr_ptr] <= data_in;
                wr_ptr      <= wr_ptr + 1'b1;
            end 
            if (rd_en && !empty) begin
                rd_ptr   <= rd_ptr + 1'b1;
            end
            case ({ (wr_en && !full), (rd_en && !empty) }) 
                2'b10: count <= count + 1'b1;    
                2'b01: count <= count - 1'b1;    
                default: count <= count;
            endcase
        end
    end
 endmodule
```
**/design/flow/run.sh**
```bash
#!/bin/bash
# OpenROAD 26Q1-2900-gdf79404cd8, Yosys 0.63+post, stock flow scripts
make -C /OpenROAD-flow-scripts/flow DESIGN_CONFIG=/design/flow/config.mk WORK_HOME=/design/flow/orfs finish
```
==> flow_summary.toml <==
# flow metrics
[status]
outcome = "completed"

[timing]
finalCritPeriodShare = 0.9921
relSlewSlack = 0.4056
rsz0062_at_grt = "yes"
period_needed_ns = 3.869
hold_viol_final = 0
layout_setup_ws_ns = 0.03077
fmax_ghz = 0.2584
clock-skew-final_ns = 0.01513
slew_viol_final = 0
tightest_slew_ns = 0.8882
setup_violations = 0

[clock_tree]
root_buffer = "clkbuf_16"
clock-sinks = 272
path_clk_slew_ns = 0.06
cts_made_buffers = 29
clock_latency_ns = 0.54
postCtsHoldBufs = 0
h-tree-depth = 1
clockBufferDepth = 3
tritoncts = "built"

[job]
warnings = 34
cap_violations = 0

[floorplanning]
die_area_um2 = 29280
die-height_um = 171.1
ios = 22
rows = 61
fp.dieW_um = 171.1
fp-utilization = 0.4096
coreArea_um2 = 27930

[drt]
drt_iter0_drc = 766
wire_per_inst_um = 27.48
drc = 0
drt-pass1-iter-count = 7
num_vias = 7485
ant_nets = 0
totalWireLength_mm = 34.92
routed_via_density = 5.889

[placed_design]
place_ws_ns = 0.2932
io_buffers = 21
place.gp.congestion = 1.029
hpwl_mm = 22.66
postPlaceCellArea_um2 = 12480
dp_cells = 1193

[yosys]
yosys_area_um2 = 11440
top_cells_by_area = "edfxtp_1 67%, dfrtp_1 3.5%, a22oi_1 1.9%"
syn_area_per_cell_um2 = 14.94
post-synth-top-area-cell = "edfxtp_1"
synth_flop_count = 272
synth_area_um2 = 11440
synth_cell_type_count = 78
yosys.area.top_type_share = 0.6719
synth_top_flop_cell = "edfxtp_1"
async_reset_ff_frac = 0.05882
ys_cells = 766
synthCells = 766
seq_area_frac_synth = 0.7069
enable_flop_cells = 256
yosys_warnings = 2

[critical_path]
crit_fanout = 10
rr_endpoint = "count[5]"
reg2reg_depth = 11
crit_type = "flop to output port"
required_ns = 3.12
start_kind = "flop"
r2r-start = "count[1]"
critPathCaptureType = "output port"
r2r_slack_ns = 0.82
worstPathArrival_ns = 3.09

[hold_path]
hp-start = "count[3]"
min_path_cells = 2
min_to = "count[3]"
hp-class = "flop to flop"

[finish]
fillCellCount = 2321
design_area_um2 = 14060
drive_above_1_share = 0.2590
final_common_cell = "edfxtp_1"
layout.cells.non_filler = 1271
syn_to_final_growth_pct = 22.90
lay_top_cells = "256 x edfxtp_1, 85 x buf_4, 41 x nand3_1, 37 x nand2_1, 36 x nor2_1"

[power_and_ir_drop]
power.leakage_nw = 4.847
cellPowerDensity_nw_per_um2 = 736.0
peakVddDrop_uv = 342.3

[global_route]
grt_max_degree = 33
antenna_found_initial = 1
overflow = 0
grt_use_total = 0.2654
grt_pass1_vias = 7582
grt_pass1_wl_mm = 50.47
[where the power goes]
group | total, W | switching [W] | internal (W)
combinational | 0.00426 | 0.00236 | 0.00191
sequential | 0.00350 | 0.000133 | 0.00337
clock | 0.00258 | 0.00109 | 0.00149
[Yosys cell counts (6+ instances only)]
cell	n
a21oi_1	12
nand3_1	41
dfrtp_1	16
buf_6	9
a22oi_1	29
edfxtp_1	256
xnor2_1	9
a32oi_1	14
buf_1	7
mux2_2	14
o22ai_1	8
nor2_1	43
buf_2	20
and3_1	20
mux2i_1	21
nand4_1	10
clkbuf_1	9
a31oi_1	8
o21ai_0	20
nand2_1	39
nor2b_1	9
nor3_1	9
inv_1	19
nor4_1	6
ha_1	17
[worst max path at each step]
| stage | cells past startpoint | startpoint | endpoint | slack, ns |
|---|---|---|---|---|
| 4_1_cts | 8 | rd_ptr[3] | data_out[4] | 0.007 |
| 6_report | 8 | rd_ptr[0] | data_out[6] | 0.03 |
| 5_1_grt | 8 | rd_ptr[1] | data_out[7] | -0.05 |
[cells by family after synthesis]
logic type | Yosys count | share of synthesized area
compound gates | 149 | 0.09897
xor+xnor | 11 | 0.008421
fa+ha+maj | 18 | 0.02034
buf+inv | 66 | 0.03040
flops | 272 | 0.7069
mux | 39 | 0.03838
simple gates | 211 | 0.09657
[cell type report]
cell class                 count  area, µm²  area share
inverter                      19      75.07    0.005339
timing repair buffer         122       1162     0.08267
clock inverter                17      141.4     0.01006
tap                          378      473.0     0.03364
antenna                        1      2.502   0.0001780
clock buffer                  34      744.5     0.05295
multi-input combinational    428       3371      0.2397
sequential                   272       8092      0.5755
[worst max-delay path, cell delays in order, from the launching register on]
cell             delay [ns]
dfrtp_1                0.42
buf_4                  0.16
ha_4                   0.20
nor4b_2                0.18
a222oi_1               0.49
o2111ai_1              0.24
a311oi_2               0.31
a31oi_1                0.14
clkdlybuf4s50_1        0.41
[flip-flops by register name (all words and copies together), names as in the netlist]
| signal | flops |
|---|---|
| rd_ptr | 5 |
| count | 6 |
| mem | 256 |
| wr_ptr | 5 |
[routing by layer]
| layer | up-vias | wire (µm) | GRT usage |
|---|---|---|---|
| li1 | 3259 | - | - |
| met1 | 3653 | 12930 | 0.3619 |
| met2 | 494 | 16110 | 0.3917 |
| met3 | 79 | 4704 | 0.1392 |
| met4 | 0 | 1177 | 0.07415 |
| met5 | - | 0 | 0 |
[metrics by stage]
step	hold slack, ns	setup TNS [ns]	power, W	utilization
after detailed placement	0.5114	0	0.007053	0.4466
after global placement	0.4962	0	0.007047	0.4466
after floorplan	0.4693	0	0.005510	-
after CTS	0.5241	0	0.01010	0.4946
after global routing	0.5490	-0.08388	0.01076	0.5033
final	0.5200	0	0.01035	0.5034
[what timing repair did]
action | 4_1_cts | 5_1_grt
pin swaps | 16 | 16
setup endpoints to repair | 8 | 8
buffers inserted | 19 | 4
cloned | 2 | 1
gates resized | 54 | 43
hold endpoints to repair | 0 | 0
Power is estimated from default activity; no workload was simulated.
