### flow/config.mk
export PLATFORM = sky130hd
export DESIGN_NAME = async_fifo
export DESIGN_NICKNAME = async_fifo
export VERILOG_FILES = /design/flow/design.v
export SDC_FILE = /design/flow/constraint.sdc
export NUM_CORES = 4
export LEC_CHECK = 1
export CORE_UTILIZATION = 40
### flow/constraint.sdc
current_design async_fifo

set clk_period 9.9
set clk_io_pct 0.2

create_clock -name clk0 -period $clk_period [get_ports {rclk}]
create_clock -name clk1 -period $clk_period [get_ports {wclk}]

set non_clock_inputs [all_inputs -no_clocks]
set_input_delay [expr $clk_period * $clk_io_pct] -clock clk0 $non_clock_inputs
set_output_delay [expr $clk_period * $clk_io_pct] -clock clk0 [all_outputs]
### flow/design.v
`timescale 1ns/1ps
module async_fifo #(
    parameter int DATA_WIDTH = 8,
    parameter int ADDR_WIDTH = 5
) (
    input   logic                   wclk,        
    input   logic                   wrst_n,      
    input   logic                   winc,        
    input   logic [DATA_WIDTH-1:0]  wdata,       
    output  logic                   wfull,       
    input   logic                   rclk,        
    input   logic                   rrst_n,      
    input   logic                   rinc,        
    output  logic [DATA_WIDTH-1:0]  rdata,       
    output  logic                   rempty       
);
    localparam int DEPTH = 1 << ADDR_WIDTH;
    logic [DATA_WIDTH-1:0] mem [0:DEPTH-1];
    logic [ADDR_WIDTH:0] wptr, wbin, wgray_next, wbin_next;
    logic [ADDR_WIDTH:0] rptr, rbin, rgray_next, rbin_next;
    logic [ADDR_WIDTH:0] wq2_rptr;   
    logic [ADDR_WIDTH:0] rq2_wptr;   
    logic [ADDR_WIDTH-1:0] waddr, raddr;
    assign waddr = wbin[ADDR_WIDTH-1:0];
    assign raddr = rbin[ADDR_WIDTH-1:0];
    always_ff @(posedge wclk) begin
        if (winc && !wfull)
            mem[waddr] <= wdata;
    end
    assign rdata = mem[raddr];
    logic [ADDR_WIDTH:0] wq1_rptr;
    always_ff @(posedge wclk or negedge wrst_n) begin
        if (!wrst_n) {wq2_rptr, wq1_rptr} <= '0;
        else         {wq2_rptr, wq1_rptr} <= {wq1_rptr, rptr};
    end 
    logic [ADDR_WIDTH:0] rq1_wptr;
    always_ff @(posedge rclk or negedge rrst_n) begin
        if (!rrst_n) {rq2_wptr, rq1_wptr} <= '0;
        else         {rq2_wptr, rq1_wptr} <= {rq1_wptr, wptr};
    end
    assign wbin_next  = wbin + (winc & ~wfull);
    assign wgray_next = (wbin_next >> 1) ^ wbin_next;
    always_ff@(posedge wclk or negedge wrst_n) begin
        if (!wrst_n) begin
            wbin <= '0;
            wptr <= '0;
        end else begin
            wbin <= wbin_next;
            wptr <= wgray_next;
        end
    end 
    logic wfull_val;
    assign wfull_val = (wgray_next == {~wq2_rptr[ADDR_WIDTH:ADDR_WIDTH-1],
                                        wq2_rptr[ADDR_WIDTH-2:0]});
    always_ff @(posedge wclk or negedge wrst_n) begin
        if (!wrst_n) wfull <= 1'b0;
        else         wfull <= wfull_val;
    end
    assign rbin_next  = rbin + (rinc & ~rempty);
    assign rgray_next = (rbin_next >> 1) ^ rbin_next;
    always_ff @(posedge rclk or negedge rrst_n) begin
        if (!rrst_n) begin
            rbin <= '0;
            rptr <= '0;
        end else begin
            rbin <= rbin_next;
            rptr <= rgray_next;
        end
    end
    logic rempty_val;
    assign rempty_val = (rgray_next == rq2_wptr);
    always_ff @(posedge rclk or negedge rrst_n) begin
        if (!rrst_n) rempty <= 1'b1;     
        else         rempty <= rempty_val;
    end
endmodule
### flow/run.sh
#!/bin/bash
# OpenROAD 26Q1-2900-gdf79404cd8, Yosys 0.63+post, stock flow scripts
make -C /OpenROAD-flow-scripts/flow DESIGN_CONFIG=/design/flow/config.mk WORK_HOME=/design/flow/orfs finish
==> impl_metrics.yaml <==
# flow metrics
outcome:
  run_status: "complete, no violations"
layout:
  layout_stage_area_growth_over_the_synthesis_result_pct: 16.2
  num-fill-cells: 2327
  mostFrequentLayoutCell: "sky130_fd_sc_hd__edfxtp_1"
  regArea_um2: 8890
  multi_input_comb_area_um2: 2760
  drive_gt1_frac: 0.282
  finish.cell_count_without_fillers: 1029
  final_layout_top_logic_cells: "sky130_fd_sc_hd__edfxtp_1, sky130_fd_sc_hd__mux4_2, sky130_fd_sc_hd__dfrtp_1"
logic_synthesis:
  number_of_synthesized_flops_with_an_enable_pin: 256
  postSynth.asyncResetShare: 0.158
  ff_type: "sky130_fd_sc_hd__edfxtp_1"
  netlist.area_leader.share: 0.653
  synthCells: 556
  yosys.cell_types.count: 40
  synth_flops: 304
  syn_avg_cell_area_um2: 21.2
  synthTopCellsByArea: "sky130_fd_sc_hd__edfxtp_1, sky130_fd_sc_hd__mux4_2, sky130_fd_sc_hd__dfrtp_1, sky130_fd_sc_hd__xnor2_1, sky130_fd_sc_hd__xor2_1"
  syn_area_um2: 11800
  yosysTopAreaCell: "sky130_fd_sc_hd__edfxtp_1"
  synthesis.yosys.warnings: 1
  synth-cells-yosys: 556
  yosysChipArea_um2: 11800
  ys_seq_frac: 0.755
die:
  floorplan.core_util: 0.408
  die_x_um: 174
  rows: 62
  pin_count: 24
  fp.coreArea_um2: 28900
  die_height_um: 174
  die_area_um2: 30100
flow_run:
  log.warning_count: 26
  cap_viol_max_count: 0
power:
  intPower_mw: 2.86
  p_total_mw: 4.01
  peakVddDrop_v: 0.000139
  comb_power_frac: 0.282
  power_leakage_nw: 4.52
  p_switching_mw: 1.15
  clock_network_fraction_of_total_power: 0.291
  power.density_nw_per_um2: 294
  power.share.switching: 0.288
  pwr-share-seq: 0.427
setup_path:
  crit_path_frequent_cell: "sky130_fd_sc_hd__mux4_2"
  critPathCaptureType: "output port"
  critical_path_buf_inv_count: 2
  crit_family: "multiplexers"
  crit_path_top_delay_cell: "sky130_fd_sc_hd__dfrtp_4"
  path_class: "reg2out"
  crit_fanout: 37
  crit_chain: "buf_4, mux4_2, mux4_2, mux2_2, clkdlybuf4s50_1"
  worst_ep_required_time_ns: 7.92
  critical_path.max_stage_delay_ns: 0.91
  nature_of_the_critical_path_startpoint: "flop"
  crit_arrival_ns: 3.64
place:
  finalWeightedCongestion: 0.832
  detailed_place_hpwl_um: 15000
  dp_worst_setup_slack_ns: 4.45
  place_inst: 971
  port_buffer_count: 22
sta:
  hold_viol_final: 0
  slew-limit-headroom: 0.312
  postLayoutSetupSlackWorst_ns: 4.28
  final.setup.tns_ns: 0
  worst_pin_slew_ns: 1.03
  fin_skew_ns: 0.00858
  finalMaxSlewViolations: 0
  finalSetupViolCount: 0
  grt_setup_unrepaired: "false"
global_routing:
  grt_pass1_wl_um: 37000
  grt_antenna_before_repair: 0
  track_usage: 0.183
  globalRouteOverflowTotal: 0
  grt_pass1_vias: 6115
  grt_start_max_net_pins: 48
hold_path:
  hold_path_class: "reg2reg"
detailed_routing:
  avg_vias_per_cell: 5.36
  antenna-diode-count: 0
  drt_iter0_drc: 402
  dr_total_vias: 5520
  drt_pass1_iterations: 5
  drt_drc: 0
  average_wire_length_per_cell_after_detail_routing_um: 23.5
  finalWirelength_um: 24200
  number_of_nets_still_failing_antenna_checks_after_routing: 0
cts:
  clk_pin_slew_worst_paths_ns: 0.06
  post_cts.repair.setup_buffers: 0
  cts.sinks: 304
  tritoncts_clock_tree: "built"
  postCtsHoldBufs: 0
  post_cts.resized_instances: 0
[through the flow]
step           hold slack [ns]  area (um2)   util
6_report                0.0666       13700  0.474
5_1_grt                 0.0630       13700  0.474
4_1_cts                 0.0428       13700  0.474
3_3_place_gp             0.333       12600  0.438
2_1_floorplan            0.331       11800      -
3_5_place_dp             0.336       12600  0.438
[power groups by stage]
stage     clock [mW]  sequential, mW  combinational, mW
4_1_cts         1.19            1.72               1.16
6_report        1.17            1.71               1.13
5_1_grt         1.25            1.74               1.22
[area by class of cell]
cell class,instances,share of cell area
clock inverters,24,0.0173
clock buffers,34,0.0591
well taps,384,0.0351
multi-input cells,223,0.202
repair buffers,57,0.0353
flip-flops and latches,304,0.651
inverters,3,0.000824
[final timing paths]
path                                   from          end  slack (ns)  cells past startpoint
worst max-delay path                rbin[0]     rdata[7]        4.28                      5
worst min-delay path                rptr[3]  wq1_rptr[3]        0.07                      0
worst max register to register      rbin[0]       rempty        7.00                      7
worst min register to register      rptr[3]  wq1_rptr[3]        0.07                      0
max in group clk1                      winc        wfull        5.59                     10
max in group asynchronous            rrst_n       rempty        7.53                      2
min in group clk0               rq1_wptr[2]  rq2_wptr[2]        0.35                      0
min in group asynchronous            wrst_n        wfull        1.81                      2
[kinds of logic after synthesis]
| kind of cell | share of synthesized area |
|---|---|
| flops | 0.755 |
| mux | 0.162 |
| simple gates | 0.0304 |
| xor+xnor | 0.0268 |
| buf+inv | 0.0103 |
| compound gates | 0.0112 |
| fa+ha+maj | 0.00425 |
[layer usage]
layer	routed length, um	track usage	vias up
met2	11400	0.267	298
met1	8750	0.239	2791
met3	3220	0.120	49
met4	789	0.0472	2
li1	-	-	2380
met5	49	0.0128	-
[cells in the mapped netlist (2+ instances only)]
cell type                  number
sky130_fd_sc_hd__inv_1          3
sky130_fd_sc_hd__nor2_1        33
sky130_fd_sc_hd__nand4_1        2
sky130_fd_sc_hd__buf_1          4
sky130_fd_sc_hd__nand2_1       11
sky130_fd_sc_hd__xor2_1        18
sky130_fd_sc_hd__nor3_1         5
sky130_fd_sc_hd__mux2_2         8
sky130_fd_sc_hd__xnor2_1       18
sky130_fd_sc_hd__buf_2         10
sky130_fd_sc_hd__mux4_2        80
sky130_fd_sc_hd__and2_1         3
sky130_fd_sc_hd__or3_1          3
sky130_fd_sc_hd__edfxtp_1     256
sky130_fd_sc_hd__ha_1           4
sky130_fd_sc_hd__a21oi_1        2
sky130_fd_sc_hd__dfrtp_1       47
sky130_fd_sc_hd__o21ai_0        3
sky130_fd_sc_hd__and3_1         2
sky130_fd_sc_hd__a21boi_0       2
sky130_fd_sc_hd__nand2b_1       2
sky130_fd_sc_hd__clkbuf_1      12
sky130_fd_sc_hd__nand3_1       11
[flip-flops by register name, indices dropped and copies added, names as in the netlist]
register and count:
mem 256, rptr 6, rq1_wptr 6, rq2_wptr 6
wptr 6, wq1_rptr 6, wq2_rptr 6, rbin 5
wbin 5, rempty 1, wfull 1
Power figures rest on the tool's default switching activity, not on a simulated workload.
